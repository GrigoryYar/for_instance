===== design/flow/constraint.sdc =====
current_design space_streams_splitter

set clk_period 1.7
set clk_io_pct 0.2

create_clock -name clk0 -period $clk_period [get_ports {CLK}]

set non_clock_inputs [all_inputs -no_clocks]
set_input_delay [expr $clk_period * $clk_io_pct] -clock clk0 $non_clock_inputs
set_output_delay [expr $clk_period * $clk_io_pct] -clock clk0 [all_outputs]

===== design/flow/run.sh =====
#!/bin/bash
# OpenROAD 26Q1-2900-gdf79404cd8, Yosys 0.63+post, stock flow scripts
make -C /OpenROAD-flow-scripts/flow DESIGN_CONFIG=/design/flow/config.mk WORK_HOME=/design/flow/orfs finish

===== design/flow/design.v =====
`timescale 1ns / 100ps
`default_nettype none
module space_streams_splitter
#(
    parameter Z = 0,
    parameter MODULATION = 0
)
(
    input  wire         CLK,
    input  wire [2:0]   DATA_SS1,
    input  wire [2:0]   DATA_SS2,
    input  wire         DATA_DV,
    output wire [2:0]   DATA_OUT,
    output wire         DATA_OUT_DV
);
localparam DEPTH = 2*52*MODULATION;
reg [2:0] r_ram_splitter [ 0 : DEPTH-1 ];
reg [9:0] r_wr_addr2_start  = 10'h0;
reg [1:0] r_inc_en          = 2'h0;
reg [1:0] r_inc_th          = 2'h0;
reg [2:0] r_inc_step        = 3'h0;
reg [9:0] r_wr_addr_ss1     = 10'h0;
reg [9:0] r_wr_addr_ss2     = 10'h0;
reg [9:0] r_rd_addr_cnt     = 10'h0;
reg [9:0] r_rd_addr         = 10'h0;
reg       r_data_out_dv     =  1'b0;
assign DATA_OUT = r_ram_splitter[r_rd_addr];
assign DATA_OUT_DV = r_data_out_dv;
always @( posedge CLK )
begin
    case ( MODULATION )
        1,2:
            begin
                r_wr_addr2_start <= #Z 10'h1;
                r_inc_th         <= #Z  2'h0;
                r_inc_step       <= #Z  3'h2;                
            end
        4:  
            begin
                r_wr_addr2_start <= #Z 10'h2;
                r_inc_th         <= #Z  2'h1;
                r_inc_step       <= #Z  3'h3;                
            end
        6:  
            begin
                r_wr_addr2_start <= #Z 10'h3;
                r_inc_th         <= #Z  2'h2;
                r_inc_step       <= #Z  3'h4;
            end
        default: 
            begin
                r_wr_addr2_start <= #Z 10'h1;
                r_inc_th         <= #Z  2'h0;
                r_inc_step       <= #Z  3'h0;                
            end
    endcase
end
always @( posedge CLK )
begin
    if( !DATA_DV )
    begin
        r_wr_addr_ss1 <= #Z 10'h0;
        r_wr_addr_ss2 <= #Z r_wr_addr2_start;
        r_inc_en <= #Z 2'h0;
    end
    else 
    begin
        if( r_inc_en < r_inc_th )
            r_inc_en <= #Z r_inc_en + 1'b1;
        else
            r_inc_en <= #Z 2'h0;
        r_wr_addr_ss1 <= #Z (r_inc_en == r_inc_th ) ? r_wr_addr_ss1 + r_inc_step : r_wr_addr_ss1 + 10'h1;
        r_wr_addr_ss2 <= #Z (r_inc_en == r_inc_th ) ? r_wr_addr_ss2 + r_inc_step : r_wr_addr_ss2 + 10'h1;
	r_ram_splitter[r_wr_addr_ss1] <= #Z DATA_SS1;
	r_ram_splitter[r_wr_addr_ss2] <= #Z DATA_SS2;
    end
    if( r_wr_addr_ss1 == 10'h8 )
    begin
        r_rd_addr_cnt <= #Z DEPTH - 1;
        r_rd_addr <= #Z 10'h0;
        r_data_out_dv  <= #Z 1'b1;
    end
    else if( |r_rd_addr_cnt )
        begin
            r_rd_addr_cnt <= #Z r_rd_addr_cnt - 1'b1;
            r_rd_addr <= #Z r_rd_addr + 1'b1;
        end
        else
            r_data_out_dv  <= #Z 1'b0;
end
endmodule

===== design/flow/config.mk =====
export PLATFORM = sky130hd
export DESIGN_NAME = space_streams_splitter
export DESIGN_NICKNAME = space_streams_splitter
export VERILOG_FILES = /design/flow/design.v
export SDC_FILE = /design/flow/constraint.sdc
export NUM_CORES = 4
export LEC_CHECK = 1
export CORE_AREA = 10 10 70 70
export DIE_AREA = 0 0 80 80

==> Slide: Implementation Results <==
Implementation Results

Outcome
  • Status: finished, final reports clean

CTS
  • CTS buffer count: 3
  • CTS tree: built
  • CTS max path bufs: 2
  • Cts repair resizes: 0
  • Worst skew pair latency: 0.24 ns
  • TritonCTS Sinks: 5
  • Clock-pin slew on the worst setup and hold paths: 0.04 ns
  • CTS Root Cell: clkbuf_4
  • Hold Buf Count CTS: 0
  • CTS H-tree lvls: 1
  • Post-CTS Setup Bufs: 0

Global routing
  • Antenna violations before repair: 0
  • Largest net degree at the start of global routing: 5
  • Total grt overflow: 0
  • Tot GR Track Use: 1.746%
  • Vias in the first global route: 136
  • Global-route wire length before repair: 745 microns

Die
  • Die area: 6400 sq um
  • Area of the core: 3416 sq um
  • Std cell rows: 21
  • Die W: 80 microns
  • Initial Util: 6.484%
  • Die Y: 80 microns
  • Top Ports: 12

Routing
  • DRC violations left: 0
  • Met1 wire length: 126 microns
  • Via count: 135
  • Routed wire length on met2: 242 microns
  • Ant. Diodes: 0
  • DR iter-0 viols: 2
  • Final Routed Wirelength: 489 microns
  • Met3 WL: 120 microns
  • Final ANT Viol Nets: 0
  • DRT Pass-1 Iters: 2
  • DR vias/cell: 1.849
  • Routed len/inst: 6.699 microns
  • Top layer in use: met3

Synthesis
  • Area fraction in xor and xnor cells: 0%
  • Yosys Instances: 14
  • AND-OR/OR-AND Cells, Area Fraction: 0%
  • Seq/Total Area, Yosys: 63.28%
  • Post-synthesis instance total: 14
  • Mux frac, synth: 20.34%
  • Comb area leader: multiplexers
  • Adder Share, Synth: 0%
  • Syn avg cell area: 15.82 sq um
  • Ys Warns: 1
  • Cell Type Count: 8
  • Synth Cell Area: 221.5 sq um
  • Ys flops: 5
  • Simple Share, Synth: 6.215%
  • Yosys stat chip area: 221.5 sq um

Worst setup path
  • WP depth: 1
  • Arrival @ worst endpoint: 1.03 ns
  • CP Capture Type: output pin
  • Crit-path cells: clkdlybuf4s50_1
  • Worst Reg2Reg Path Length in Cells: 2
  • CP Data Required Time: 1.36 ns
  • Crit-path leading delay family: buffers and inverters
  • Slowest stage delay, CP: 0.46 ns
  • CP bufs+invs: 1
  • Critical path's slowest cell: clkdlybuf4s50_1
  • Crit path max fanout: 1
  • Crit path kind: flop to output pin
  • CP startpoint kind: flop

Layout
  • Commonest Layout Cell: clkdlybuf4s50_1
  • Layout cells sized above 1: 29.63%
  • Synthesis-to-layout area growth: 81.36%
  • Most frequent cells in the layout: clkdlybuf4s50_1, edfxtp_1, mux2_4, clkbuf_4, conb_1

STA
  • Achievable frequency: 732.0 MHz
  • Final Hold Viols: 0
  • RSZ-0062 raised after global routing: no
  • Min cycle time layout: 1.366 ns
  • Setup TNS: 0 ns
  • Setup Viol. Count Final: 0
  • Clock Skews: 0.003096 ns
  • Fin crit share: 80.36%
  • Final Max-Slew Violation Tally: 0

Power
  • Total power: 0.3246 mW
  • Leakage: 0.1532 nW
  • PwrDens: 808.2 nW/um^2
  • Peak supply drop: 0.0002803 V

Min path
  • Hold depth: 0
  • Hold Path Class: flop to flop

Job
  • Max-cap violations: 0
  • Tool warnings: 25

Placed design
  • Buffers added on ports: 10
  • GPL Wtd Cong: 0.6288
  • Hpwl dp: 446.6 microns
per-layer routing:
| layer | vias up | global-route usage, % |
|---|---|---|
| met2 | 8 | 2.408 |
| met1 | 58 | 1.484 |
| met3 | 0 | 2.500 |
| li1 | 69 | - |
| met4 | 0 | 0.1761 |
| met5 | - | 0 |
synthesized netlist by cell type:
library cell	number	share of area, %
buf_4	1	3.4
mux2_4	3	20
edfxtp_1	4	54
inv_1	1	1.7
conb_1	2	3.4
dfxtp_1	1	9.0
clkbuf_1	1	1.7
nand2b_4	1	6.2
metrics by stage:
step / cell area, sq um / hold WS, ns / std cells / setup WS, ns / utilization [%]
after global placement: 375.4 / 0.3864 / 69 / 0.1593 / 10.99
after CTS: 401.6 / 0.4015 / 73 / 0.3075 / 11.76
after floorplan: 221.5 / 0.3855 / 14 / 0.6602 / -
after global routing: 401.6 / 0.4033 / 73 / 0.2767 / 11.76
final: 401.6 / 0.3994 / 73 / 0.3339 / 11.76
after detailed placement: 375.4 / 0.3919 / 69 / 0.1611 / 10.99
power by group:
group	internal [mW]	total, mW	leakage [nW]	switching [mW]
logic	0.0359	0.0457	0.0906	0.00981
clock network	0.0885	0.133	0.0150	0.0448
registers	0.143	0.146	0.0476	0.00213
final timing paths:
check                        from              endpoint  slack [ns]
min           r_wr_addr2_start[0]      r_wr_addr_ss2[0]        0.40
min reg2reg   r_wr_addr2_start[0]      r_wr_addr_ss2[0]        0.40
max          r_ram_splitter[0][2]           DATA_OUT[2]        0.33
max reg2reg      r_wr_addr_ss2[0]  r_ram_splitter[0][2]        0.64
state kept, by name, summed over array words and instances, names as in the netlist:
| name | count |
|---|---|
| r_wr_addr2_start | 1 |
| r_wr_addr_ss2 | 1 |
| r_ram_splitter | 3 |
final cells by class:
class                   instances  area [sq um]
clock buffers                   4         26.28
fillers                       399          3014
inverters                       1         3.754
multi-input cells               6         66.31
flip-flops and latches          5         140.1
well taps                      46         57.56
repair buffers                 11         107.6
logic make-up (layout without fill, tap and decap cells):
kind of cell | after synthesis | count (layout)
simple gates | 1 | 1
buf+inv | 3 | 16
other cells | 2 | 2
mux | 3 | 3
flops | 5 | 5
No activity file was given, so power comes from the tool's default toggle rates.
